`/design/flow/config.mk`:
```
export PLATFORM = sky130hd
export DESIGN_NAME = Wrapper
export DESIGN_NICKNAME = Wrapper
export VERILOG_FILES = /design/flow/design.v
export SDC_FILE = /design/flow/constraint.sdc
export NUM_CORES = 4
export LEC_CHECK = 1
export CORE_UTILIZATION = 50
```
`/design/flow/constraint.sdc`:
```
current_design Wrapper

set clk_period 42.9
set clk_io_pct 0.2

create_clock -name clk0 -period $clk_period [get_ports {clk}]

set non_clock_inputs [all_inputs -no_clocks]
set_input_delay [expr $clk_period * $clk_io_pct] -clock clk0 $non_clock_inputs
set_output_delay [expr $clk_period * $clk_io_pct] -clock clk0 [all_outputs]
```
`/design/flow/design.v`:
```
module RAM (din , rx_valid , clk , rst_n , dout , tx_valid);
parameter MEM_DEPTH = 256 ;
parameter ADDR_SIZE = $clog2(MEM_DEPTH) ;	 
input [9 : 0] din ;
input rx_valid , clk , rst_n ;
output reg [7:0] dout ;
output reg tx_valid ;
reg [9 : 0] mem [MEM_DEPTH - 1 :0];
wire [1:0] sel ;
reg [ADDR_SIZE - 1 : 0] addr_wr , addr_rd ;
assign sel = din [9 : 8] ;
always @(posedge clk) begin
	if (~rst_n) begin
		dout <= 0 ;
		tx_valid <= 0 ;
	end
	else begin
		if (rx_valid) begin
			if (sel  == 2'b00) begin
				addr_wr <= din[7 : 0];
				tx_valid <= 0 ;
			end
			else if (sel  == 2'b01)begin
					mem[addr_wr] <= din[7 : 0];
					tx_valid <= 0 ;
			end
			else if (sel  == 2'b10)begin
					addr_rd <= din[7 : 0];
					tx_valid <= 0 ;
			end
			else if (sel  == 2'b11)begin
					dout <= mem [addr_rd];
					tx_valid <= 1 ;
			end
		end else begin
			tx_valid <= 0 ;
		end
	end
end
endmodule 
module SPI_Slave (MOSI , tx_valid , clk , rst_n,SS_n,tx_data,rx_valid,rx_data , MISO);
parameter IDLE = 3'b000 ;
parameter CHK_CMD = 3'b001 ;
parameter WRITE = 3'b010 ;
parameter READ_DATA = 3'b011;
parameter READ_ADD = 3'b100 ;
input MOSI , tx_valid , clk , rst_n ;
input SS_n ;
input [7:0] tx_data ;
output reg MISO , rx_valid ;
output reg [9:0] rx_data ;
reg [9:0] data_out ;  
reg [7:0] data_in ;  
reg [4:0] counter ;
reg Read_en ;
reg[2:0] cs , ns ;
always @(posedge clk) begin
	if (!rst_n) begin
		cs <= IDLE ;
	end
	else begin
		cs <= ns ;
	end
end
always @(*) begin
	case (cs)
		IDLE : 
			if (!SS_n) 
				ns = CHK_CMD ;
			else 
				ns = IDLE ;
		CHK_CMD :
			if (SS_n == 0 && MOSI == 0)
				ns = WRITE ;
			else if (SS_n == 0 && MOSI == 1)begin
				if (!Read_en)
					ns = READ_ADD;
				else 
					ns = READ_DATA;
			end else
				ns = IDLE ;
		WRITE : 
			if (SS_n) 
				ns = IDLE ;
			else 
				ns = WRITE ;
		READ_ADD : 
			if (SS_n) 
				ns = IDLE ;
			else 
				ns = READ_ADD ;
		READ_DATA :
			if (SS_n) 
				ns = IDLE ;
			else 
				ns = READ_DATA ;
		default : ns = IDLE ; 		
	endcase  
end
always @(posedge clk ) begin
	if (!rst_n) begin
		MISO 		<= 0 ;
		data_out 	<= 0 ;
		data_in 	<= 0 ;
		rx_valid 	<= 0 ;
		rx_data 	<= 0 ;
		counter		<= 0 ;
		Read_en		<= 0 ;
	end
	else begin
		case (cs)
			WRITE :
					begin
					 	if (counter < 10)begin
					 		data_out <= {data_out , MOSI};
					 	end else begin
					 		rx_data <= data_out ;
					 		if(!data_out[9])begin
					 			rx_valid 	<= 1 ;
					 		end else begin
					 			rx_valid 	<= 0 ;
					 		end
					 	end
					 	counter <= counter + 1 ;
					 end 
			READ_ADD : 
					begin
					 	if (counter < 10)begin
					 		data_out <= {data_out , MOSI};
					 	end else begin
					 		rx_data <= data_out ;
					 		if(data_out[9:8]==2'b10)begin
					 			rx_valid 	<= 1 ;
					 			Read_en		<= 1 ;
					 		end else begin
					 			rx_valid 	<= 0 ;
					 		end
					 	end
					 	counter <= counter + 1 ;
					 end 
			READ_DATA :  
					begin
					 	if (counter < 10)begin
					 		data_out <= {data_out , MOSI};
					 	end else if (counter == 10) begin
					 		rx_data <= data_out ;
					 		if(data_out[9:8]==2'b11)begin
					 			rx_valid 	<= 1 ;
					 			Read_en		<= 0 ;
					 		end else begin
					 			rx_valid 	<= 0 ;
					 		end
					 	end else if (counter == 11 && !tx_valid)begin
					 		rx_valid 	<= 0 ;
					 	end else if (counter == 12 && tx_valid)begin
					 		data_in 	<= tx_data  ;
					 	end else if (counter <= 20 && counter > 12 && !tx_valid)begin
					 		MISO 	<= data_in[7];
					 		data_in <= {data_in , 1'b0};
					 	end else begin
					 		MISO <= 0 ;
					 	end
					 	counter <= counter + 1 ;
					 end 
			default : 
					begin
						MISO 		<= 0 ;
						data_out 	<= 0 ;
						data_in 	<= 0 ;
						rx_valid 	<= 0 ;
						counter		<= 0 ;
					end
		endcase
	end
end
endmodule
module Wrapper (MOSI , MISO , clk , rst_n , SS_n);
input MOSI ,  clk , rst_n , SS_n;
output  MISO ;
wire tx_valid  ;
wire [7:0] tx_data ;
wire rx_valid ;
wire [9:0] rx_data ;
wire [9 : 0] din ;
wire [7:0] dout ;
assign din = rx_data;
assign tx_data = dout ;
RAM RAM_inst (din , rx_valid , clk , rst_n , dout , tx_valid);
SPI_Slave SPI_Slave_inst (MOSI , tx_valid , clk , rst_n,SS_n,tx_data,rx_valid,rx_data , MISO);
endmodule
```
`/design/flow/run.sh`:
```
#!/bin/bash
# OpenROAD 26Q1-2900-gdf79404cd8, Yosys 0.63+post, stock flow scripts
make -C /OpenROAD-flow-scripts/flow DESIGN_CONFIG=/design/flow/config.mk WORK_HOME=/design/flow/orfs finish
```
==> results_slide.txt <==
Implementation Results

Worst setup path
  – Crit Path Class: input port to register
  – Setup crit end kind: register
  – Worst path cell trace: clkdlybuf4s50_1 -> buf_4 -> nand2_1 -> nor4b_1 -> nand2_1 -> buf_4 -> nor2_1
  – Critical path data arrival time: between 10000 and 15000 ps
  – Top delay family on crit path: simple AND/OR/NAND/NOR gates
  – Worst EP required: 43360 ps
  – Peak fanout along the critical path: 32
  – Buf/Inv on CP: 3
  – CP max stage cell: nor4b_1
  – CP startpoint kind: input port
  – CP peak stage delay: between 800 and 900 ps

Detailed routing
  – Drt pass-1 iters: 5
  – Iter 0 DRT Violations: ~3300
  – Vias: 41500
  – Vias per std cell: 6.33
  – Final ANT Viol Nets: 0
  – Final WL: 229000 um
  – DRC Markers: 0
  – WL per Instance: roughly 35 um

Cells and area
  – Layout area overhead: 11.2%
  – Post-layout util: 56.3%
  – Post-Layout Cell Count: 6564
  – Fraction of layout cells with a size suffix above 1: 19.8%

Die
  – Chip Width: 408 um
  – Core Footprint: 163000 um2
  – Die height: 408 um
  – Ports: 5
  – Floorplan core density: 50.6%
  – # rows: 148
  – Chip Area: 167000 um2

Outcome
  – Status: complete, no violations

Synth
  – Top cells by count: 2064 x edfxtp_1, 369 x mux4_2, 311 x nor2_1, 290 x mux2i_1, 104 x nand2_1
  – Synth flops: between 2000 and 2500
  – Post-synthesis area per instance: 20.2 um2
  – Yosys stat area: just over 80000 um2
  – Synth Instances: 4083
  – Post-synthesis cell area: 82600 um2
  – Top-area cell share: 75.0%
  – Syn. warnings: 2
  – Yosys cell count: 4083
  – Top cells by area: edfxtp_1 75%, mux4_2 10%, mux2i_1 3.5%
  – Asr flop ratio synth: 0%
  – Seq share, synth: 76.2%
  – Yosys cell types: about 70
  – Yosys top cell by area: edfxtp_1
  – Dominant flop cell: edfxtp_1
  – Most common cell in the netlist: edfxtp_1
  – Number of enable flip-flop cells: 2064

STA
  – Final Hold Viols: 0
  – Worst-margin pin slew: roughly 1100 ps
  – Unrepaired setup endpoints after global routing: no
  – Fmax: 84.6 MHz
  – Final Skew: a little under 50 ps
  – Hold WS: 433 ps
  – Final period utilization: 27.6%
  – Fin crit period: between 10000 and 15000 ps
  – Final setup violating endpoints: 0
  – Max Slew Vio Count: 0
  – Final setup TNS: 0 ps
  – Headroom to the max-slew limit: about a quarter

Placement
  – Post-DP HPWL: 144000 um
  – IO buf count: 4
  – Placer Congestion: 0.977
  – Placed Cells: a little over 6000

Power
  – Pwr/cell area: 44.0 nW/um2
  – Leakage: slightly below 0.03 uW
  – Total chip power: roughly 4000 uW
  – Peak supply drop: 41.6 uV

CTS
  – H-tree levels: 4
  – CTS tree: yes
  – Clock root buffer master: clkbuf_16
  – Skew-Pair Late Insertion Delay: ~850 ps
  – CTS clk-pin slew, worst paths: 60 ps
  – Max clock buf depth: 3
  – Post-CTS Hold Buffers: 0
  – Sink Count: 2114
  – CTS buffer count: 206
  – PostCTS Resize Cnt: 0
  – Setup bufs post-CTS: 0

Run
  – Stage-log warning count: 30
  – Max-Cap Viols: 0

Global routing
  – Initial antenna violation count: 2
  – First-pass GRT wire length: between 300000 and 400000 um
  – GRT Total Usage: 31.5%
  – Largest net degree at the start of global routing: 100
  – Vias in the first global route: roughly 46000
  – Grt ovf: 0

Worst hold path
  – HP Class: register to register
-- cell usage in the layout (no fill, tap or decap), types with 29 or more instances in the layout --
cell type,count
clkbuf_16,209
nor2_1,310
a21oi_1,65
nand3_1,36
dfxtp_1,42
nor2b_1,29
mux2i_1,290
edfxtp_1,2064
clkinv_1,52
buf_4,149
mux4_1,41
nand2_1,103
a22oi_1,50
o21ai_0,48
mux4_2,369
o221ai_1,51
o22ai_1,83
clkinv_2,42
-- layer usage --
| metal | share of wire (%) | vias to the layer above | track usage [%] |
|---|---|---|---|
| li1 | - | 17200 | - |
| met1 | 32 | 20600 | 41.4 |
| met2 | 45 | 3297 | 42.6 |
| met3 | 19 | 393 | 25.9 |
| met4 | 3.4 | 12 | 7.96 |
| met5 | 0.18 | - | 2.33 |
-- cell type report --
cell class,instances,area (um2)
antenna,1,2.50
clock buffer,234,5320
clock inverter,150,1480
fill,11900,71400
inverter,12,47.5
multi-input combinational,1717,18000
sequential,2114,63000
tap,2175,2720
timing repair buffer,161,1320
-- worst min-delay path, cell delays in order, from the launching register on --
cell     delay, ps
dfxtp_1        310
inv_1           50
nor2_1          30
-- worst paths after layout --
check	from	end	slack [ps]	cells past startpoint
worst max-delay path	rst_n	RAM_inst.mem[48][7]$_DFFE_PP_	31070	7
worst min-delay path	SPI_Slave_inst.cs[0]$_DFF_P_	SPI_Slave_inst.cs[3]$_DFF_P_	430	2
worst min register to register	SPI_Slave_inst.cs[0]$_DFF_P_	SPI_Slave_inst.cs[3]$_DFF_P_	430	2
worst max register to register	RAM_inst.addr_rd[0]$_DFFE_PP_	RAM_inst.dout[3]$_SDFFE_PN0P_	37580	11
-- per-stage QoR --
stage	worst slack (ps)	instance area, um2
after floorplan	32480	82600
after global placement	30440	85100
after detailed placement	30370	85100
after CTS	31260	91900
after global routing	31090	91900
final	31070	91900
-- sequential cells by signal (all words and copies together), names as in the netlist --
name	flops
SPI_Slave_inst.data_in	8
SPI_Slave_inst.rx_data	10
SPI_Slave_inst.MISO	1
SPI_Slave_inst.cs	5
SPI_Slave_inst.data_out	10
SPI_Slave_inst.counter	5
SPI_Slave_inst.Read_en	1
RAM_inst.addr_wr	8
SPI_Slave_inst.rx_valid	1
RAM_inst.tx_valid	1
RAM_inst.mem	2048
RAM_inst.addr_rd	8
RAM_inst.dout	8
-- power breakdown --
group          switching [uW]  internal (uW)
registers               0.208           2230
logic                    1.68           1.04
clock network             771           1040
total                     773           3270
-- cells by family after synthesis --
group	after synthesis	synth area share, %
AOI/OAI and AO/OA	408	3.42
xor gates and xnor gates	3	0.0318
adders and majority gates	6	0.0909
buffers and inverters	252	2.09
DFF	2114	76.2
muxes	702	14.9
and+or+nand+nor	598	3.24
Power and IR drop assume default switching activity.
